## flow/design.v

```verilog
module PSBR #(parameter patt_width = 8, patt_num = 4 ,REPEAT_TIMES = 5)   
(
	input wire 		                                 arst_n,
	input wire 		                                    clk,
	input wire 		                                 enable,
	input wire  [REPEAT_TIMES-1:0]                      n,
	input wire  [((patt_width << patt_num)/4)-1 :0]   Pattern,
	output reg  [patt_width-1:0]  			         byte_out
);
integer I ;
reg [patt_width-1:0] pattArr [patt_num-1:0] ;   
reg [REPEAT_TIMES-1:0] N_count ;
reg [REPEAT_TIMES-1:0] byte_count;        
always @(posedge clk,negedge arst_n) begin
	if (!arst_n) begin
		for (I=0 ; I < patt_num ; I = I +1)
        begin
          pattArr[I] <= 0 ;
        end
	end
	else  begin
		 for (I = 0; I < patt_num; I = I + 1) begin
            pattArr[I] <= Pattern[patt_width*I +: patt_width];
        end	
	end
end
always @(posedge clk or negedge arst_n ) begin 
	if(!arst_n)
              byte_out <=0 ;
 else if(enable) begin
              N_count    <= n ;
              byte_count <= 0 ;
	end else if (N_count == 0)     
             byte_out = {pattArr[0][patt_width - 2:0], Pattern[13]^Pattern[14]} ;
	else begin
		   if(byte_count==patt_num) begin
		   	    N_count    <= N_count-1;
            byte_count <= 1;
			      byte_out   <= pattArr[0];
        end else  begin
          	 byte_out     <= pattArr[byte_count] ;
		       	 byte_count   <= byte_count+1;
    end
	end
end
endmodule 
module PSBR_Top #(parameter patt_width = 8, patt_num = 4 ,REPEAT_TIMES = 5)
	(
	input wire 		                             arst_n,
	input wire 		                                clk,
	input wire 		                             enable,
	input wire  [REPEAT_TIMES-1:0]                    n,
	input wire  [((patt_width << patt_num)/4)-1 :0]   Pattern,
	output wire                                    Valid,
	output wire  [patt_width-1:0]   	    	   byte_out
);   
PSBR  PSBR_Inst(.clk(clk),.arst_n(arst_n),.enable(enable),.n(n),.Pattern(Pattern),.byte_out(byte_out));
pattern_detector pattern_detct_Inst(.clk(clk),.arst_n(arst_n),.byte_out(byte_out),.Valid(Valid),.n(n) );
endmodule 
module pattern_detector  #( parameter REPEAT_TIMES = 5 , patt_width = 8)
(
 input   wire                                    clk,
 input   wire                                 arst_n,
 input   wire [patt_width-1:0]              byte_out, 
 input   wire [REPEAT_TIMES-1:0]                   n, 
 output  reg                                    Valid
);
parameter   [2:0]      IDLE   = 3'b000,
                  A_State     = 3'b001,
					        B_State     = 3'b010,
					        C_State     = 3'b011, 
					        D_State     = 3'b100,
                  Rand_gen    = 3'b101,
                  Err_State   = 3'b110;
reg         [2:0]      current_state , next_state ;
reg                     Valid_comb   , error_flag  ;
reg [REPEAT_TIMES-1:0] count ;		
always @ (posedge clk or negedge arst_n)
 begin
  if(!arst_n)
   begin
    current_state <= IDLE ;
   end
  else
   begin
    current_state <= next_state ;
   end
 end
always @ (*)
 begin
  error_flag     = 1'b0;
  Valid_comb     = 1'b0;
  case(current_state)
  IDLE   : begin
            if(byte_out == 8'h0A)
			 next_state = A_State ;
			else
			 next_state = Err_State ; 			
           end
  A_State  : begin
            if(byte_out == 8'h0B)
       next_state = B_State ;
      else
       next_state = Err_State ;      
           end
  B_State  : begin
            if(byte_out == 8'h0C)
       next_state = C_State ;
      else
       next_state = Err_State;      
           end
 C_State : begin
            if(byte_out == 8'h0D)
       next_state = D_State ;
      else
       next_state = Err_State ;      
           end
  D_State   : begin
          if(count == REPEAT_TIMES-1) 
          begin
                next_state = Rand_gen;  
           end
        else if(byte_out == 8'h0A)
                next_state = A_State ;
      else
       next_state = Err_State ; 
      end
Err_State: begin
         error_flag = 1'b1;
         next_state = IDLE ; 
end
Rand_gen: begin
         Valid_comb = 1'b1 ;
         next_state = IDLE ; 
end
  default: begin
			 next_state = IDLE ; 
           end	
  endcase                 	   
 end  
always @ (posedge clk or negedge arst_n) begin
  if(!arst_n)
               count  <= 0;
   else if (current_state == D_State)
               count  <= count +1;
   else if(current_state == IDLE)
               count  <= 0;
   end
always @ (posedge clk or negedge arst_n)
 begin
  if(!arst_n)
   begin
    Valid <= 1'b0 ;
   end
  else
   begin
    Valid <= Valid_comb ;
   end
 end
endmodule
```

## flow/constraint.sdc

```tcl
current_design PSBR_Top

set clk_period 2.4
set clk_io_pct 0.2

create_clock -name clk0 -period $clk_period [get_ports {clk}]

set non_clock_inputs [all_inputs -no_clocks]
set_input_delay [expr $clk_period * $clk_io_pct] -clock clk0 $non_clock_inputs
set_output_delay [expr $clk_period * $clk_io_pct] -clock clk0 [all_outputs]
```

## flow/run.sh

```bash
#!/bin/bash
# OpenROAD 26Q1-2900-gdf79404cd8, Yosys 0.63+post, stock flow scripts
make -C /OpenROAD-flow-scripts/flow DESIGN_CONFIG=/design/flow/config.mk WORK_HOME=/design/flow/orfs finish
```

## flow/config.mk

```make
export PLATFORM = sky130hd
export DESIGN_NAME = PSBR_Top
export DESIGN_NICKNAME = PSBR_Top
export VERILOG_FILES = /design/flow/design.v
export SDC_FILE = /design/flow/constraint.sdc
export NUM_CORES = 4
export LEC_CHECK = 1
export CORE_UTILIZATION = 40
```

==> changes_impl.md <==
### Physical design

* Transition time of the tightest slew-check pin at 0.652 ns
* DRC violation count after routing at 0
* Startpoint of the worst-slack reg-to-reg timing path: PSBR_Inst.N_count[0]
* Final critical delay including setup and external delays at 1.85 ns
* Total of buffers placed on input and output ports at 48
* Final Non-Filler Cells at 337
* Final cell area excluding filler cells at 3310 µm²
* Hpwl dp at 3270 µm
* TritonCTS sink count at 63
* Data arrival time at the worst-slack endpoint at 1.83 ns
* Post-route ant nets at 0
* Detail-routed net length per standard cell at 13.4 µm
* Number of violations reported at the end of detailed-routing iteration 0 at 118
* Maxcap violations at 0
* Main area contributors after synthesis: sky130_fd_sc_hd__dfrtp_1, sky130_fd_sc_hd__edfxtp_1, sky130_fd_sc_hd__ha_1, sky130_fd_sc_hd__a222oi_1, sky130_fd_sc_hd__nor2_1
* Syn Area/Cell at 12.6 µm²
* Netlist cell types at 39
* Resized cells post-CTS at 0
* Placed cell areas at 3110 µm²
* Final max-slew violation count at 0
* Clock insertion delay at the later pin of the skew report at 0.33 ns
* Slack of the critical path at 0.551 ns
* WP data required at 2.38 ns
* Cell Count Post-Placement at 321
* Highest attainable clock frequency at 0.541 GHz
* Synthesized instance count at 202
* Die Y-Extent at 81.9 µm
* Startpoint Class: flop
* Rows at 28
* Final GP Congestion at 0.807
* Clock transition at the registers of the reported paths at 0.06 ns
* Cell leakage power at 1.40 nW
* Final worst path period share at 77.0%
* Max clock buf depth at 2
* Antenna violations before repair at 0
* Post-cts hold-fix buffer tally at 0
* Critical-path maximum fanout at 5
* TritonCTS clock tree: built
* Finish-stage setup viols at 0
* Setup slack after placement at 0.454 ns
* Clock skew after layout at 0.00728 ns
* Area of the mapped netlist at 2550 µm²
* Yosys warning count at 3
* H-tree depth reported by CTS at 3
* Max IR drop VDD at 0.566 mV
* Worst setup path endpoint: PSBR_Inst.N_count[2]
* Number of top-level pins at 49
* Count of cells along the worst register-to-register path at 6
* Cell type with the largest total area: sky130_fd_sc_hd__dfrtp_1
* Initial cell density of the core at 42.4%
* Die width at 81.9 µm
* R2R Path End: PSBR_Inst.N_count[2]
* Total iterations of the first detailed-routing run at 5
* Status: complete, no violations
* Worst setup EP type: flop
* Power Dens Cells at 711 nW/µm²
* Worst hold slack at 0.300 ns
* Number of cell instances after yosys synthesis at 202
* Share of flip-flops with an asynchronous set or reset after synthesis at 84.1%
* Predominant post-synthesis flop cell: sky130_fd_sc_hd__dfrtp_1
* Num CTS Buffers at 9
* Most frequently used cell type in the post-synthesis netlist: sky130_fd_sc_hd__dfrtp_1
* Detailed-route wire length at 4510 µm
* Number of global-route vias before repair at 1546
* Total GRT Usage at 15.6%
* Root buffer cell: sky130_fd_sc_hd__clkbuf_8
* Dominant cell area share at 51.0%
* Growth of design area from synthesis to finish at 29.5%
* Top cells by count: sky130_fd_sc_hd__dfrtp_1, sky130_fd_sc_hd__nor2_1, sky130_fd_sc_hd__edfxtp_1, sky130_fd_sc_hd__inv_1, sky130_fd_sc_hd__a222oi_1
* RSZ-0062 raised after global routing: no
* Post-Route Setup TNS at 0 ns
* Overall overflow remaining after global route at 0
* Flop2flop setup slack at 0.55 ns
* EDFF count, synth at 10
* Synth Register Bits at 63
* Number of hold-slack violations in the final timing report at 0
* Tightest slew margin relative to the limit at 56.5%
* Standard cell core area at 6030 µm²
* Total via count after detailed routing at 1695
* Worst setup path startpoint: PSBR_Inst.N_count[0]
* Maximum number of pins on one net before global-route repair at 54
* Global-route wire length before repair at 7450 µm
* Chip area at 6710 µm²
* Seq/Total Area, Yosys at 63.7%
* Number of antenna repair diodes at 0
* OpenROAD warning count at 30
* Fraction of final layout cells sized beyond drive strength 1 at 11.8%
* Vias per cell at 5.03
* Class of the worst hold path: input port to asynchronous set/reset pin
* Setup Crit Path Kind: flop to flop
* Setup Buffers After CTS at 0
* Area reported by Yosys stat at 2550 µm²
-- through the flow --
step                      power, mW  util [%]
final                          2.35      54.9
after global routing           2.47      54.9
after CTS                      2.38      54.9
after detailed placement       1.48      51.6
after global placement         1.48      51.6
after floorplan                1.32         -
-- worst min-delay path by stage --
stage          start                                   to  slack, ns
finish        arst_n  pattern_detct_Inst.current_state[6]       0.30
global route  arst_n                PSBR_Inst.byte_out[7]       0.35
CTS           arst_n          pattern_detct_Inst.count[3]       0.32
-- cell usage in the layout, fill, tap and decap left out, drive strengths merged --
cell type	netlist	final
nand4	1	1
clkinvlp	0	1
o31ai	8	8
and2	8	8
clkdlybuf4s50	0	47
a21o	1	1
dfrtp	52	52
nand3	4	4
and4bb	1	1
nor3b	2	2
nor2b	5	5
a22oi	7	7
nor4b	1	1
xor2	3	3
clkinv	0	3
mux2i	1	1
or2	2	2
ha	8	8
and3	3	3
clkbuf	6	10
inv	11	12
mux2	3	3
o21ai	7	7
xnor2	4	4
nand4bb	1	1
a21oi	4	4
edfxtp	10	10
nand3b	1	1
buf	3	6
bufinv	0	1
nand2	8	8
o22ai	2	2
dfstp	1	1
a21boi	1	1
nand2b	1	1
nor3	4	4
nor2	18	18
nand4b	1	1
a222oi	9	9
-- cell type report --
class / instances / area (µm²)
fillers: 508 / 2720
flip-flops and latches: 63 / 1630
multi-input cells: 119 / 835
repair buffers: 53 / 513
clock buffers: 10 / 138
well taps: 75 / 93.8
clock inverters: 6 / 58.8
inverters: 11 / 41.3
-- kinds of logic after synthesis --
| kind of cell | share of synthesized area (%) |
|---|---|
| DFF | 63.7 |
| and+or+nand+nor | 13.5 |
| AOI/OAI and AO/OA | 11.2 |
| buffers and inverters | 3.58 |
| adders and majority gates | 3.92 |
| xor gates and xnor gates | 2.40 |
| muxes | 1.71 |
-- metal layers --
layer	vias to the layer above	share of wire [%]	GRT usage, %
met5	-	0	0
met4	0	1.2	2.81
met3	6	6.2	4.06
met2	42	44	21.3
met1	817	49	26.4
li1	830	-	-
-- registers in the layout, summed over array words and instances (netlist names) --
name,cells
pattern_detct_Inst.count,5
pattern_detct_Inst.current_state,7
PSBR_Inst.byte_out,8
pattern_detct_Inst.Valid,1
PSBR_Inst.byte_count,5
PSBR_Inst.pattArr,32
PSBR_Inst.N_count,5
-- report_power, final --
group	total, mW	leakage, nW	internal [mW]	switching [mW]
combinational	0.264	0.554	0.159	0.104
clock	0.892	0.102	0.502	0.390
sequential	1.19	0.747	1.15	0.0438
total	2.35	1.40	1.81	0.538
-- worst max-delay path, cell delays in order (launching register included) --
cell and delay [ns]:
sky130_fd_sc_hd__edfxtp_1 0.37, sky130_fd_sc_hd__inv_1 0.05, sky130_fd_sc_hd__ha_1 0.22, sky130_fd_sc_hd__nor4b_2 0.19
sky130_fd_sc_hd__nor2b_1 0.15, sky130_fd_sc_hd__nor2b_1 0.15, sky130_fd_sc_hd__nor2b_1 0.39
Power figures rest on the tool's default switching activity, not on a simulated workload.
